**flow/constraint.sdc**
```tcl
current_design romq

set clk_period 2.6
set clk_io_pct 0.2

create_clock -name clk0 -period $clk_period [get_ports {clk}]

set non_clock_inputs [all_inputs -no_clocks]
set_input_delay [expr $clk_period * $clk_io_pct] -clock clk0 $non_clock_inputs
set_output_delay [expr $clk_period * $clk_io_pct] -clock clk0 [all_outputs]
```
**flow/design.v**
```verilog
module romq(clk,a,d);
input clk;  
 input [5:0] a;  
 output [7:0] d;  
 reg [7:0] d;  
 wire [7:0] d_next ;  
 reg [63:0] mem [7:0] ;  
reg [7:0] byte_data [7:0] ;  
wire [63:0] mem_data ;  
wire [63:0] loc0 ; 
wire [63:0] loc1 ; 
 wire [63:0] loc2 ; 
 wire [63:0] loc3 ; 
 wire [63:0] loc4 ; 
 wire [63:0] loc5 ; 
 wire [63:0] loc6 ; 
 wire [63:0] loc7 ; 
 assign loc0 = 64'hFF806C5D4F4C473C ; 
 assign loc1 = 64'h80805D554C473C37 ; 
 assign loc2 = 64'h6C5D4F4C473C3C36 ; 
 assign loc3 = 64'h5D5D4F4C473C3733 ; 
 assign loc4 = 64'h5D4F4C47403B332B ; 
 assign loc5 = 64'h4F4C47403B332B23 ; 
 assign loc6 = 64'h4F4C473C362D251E ; 
 assign loc7 = 64'h4C473B362D251E19 ; 
 always @ (loc0 or loc1 or loc2 or loc3 or loc4 or loc5 or loc6 or loc7) 
begin 
 mem [0] = loc0 ; 
 mem [1] = loc1 ; 
 mem [2] = loc2 ; 
 mem [3] = loc3 ; 
 mem [4] = loc4 ; 
 mem [5] = loc5 ; 
 mem [6] = loc6 ; 
 mem [7] = loc7 ; 
end
always @ (mem_data) 
begin 
byte_data [0] = mem_data [63:56] ;  
byte_data [1] = mem_data [55:48] ;  
byte_data [2] = mem_data [47:40] ; 
byte_data [3] = mem_data [39:32] ; 
byte_data [4] = mem_data [31:24] ; 
byte_data [5] = mem_data [23:16] ; 
byte_data [6] = mem_data [15:8] ; 
byte_data [7] = mem_data [7:0] ;  
end 
assign mem_data = mem [a[5:3]] ;  
assign d_next = byte_data [a[2:0]] ;  
always @ (posedge clk) 
 d <= d_next ;  
endmodule
```
**flow/config.mk**
```make
export PLATFORM = sky130hd
export DESIGN_NAME = romq
export DESIGN_NICKNAME = romq
export VERILOG_FILES = /design/flow/design.v
export SDC_FILE = /design/flow/constraint.sdc
export NUM_CORES = 4
export LEC_CHECK = 1
export CORE_AREA = 10 10 74 74
export DIE_AREA = 0 0 84 84
```
**flow/run.sh**
```bash
#!/bin/bash
# OpenROAD 26Q1-2900-gdf79404cd8, Yosys 0.63+post, stock flow scripts
make -C /OpenROAD-flow-scripts/flow DESIGN_CONFIG=/design/flow/config.mk WORK_HOME=/design/flow/orfs finish
```
==> metrics.sh <==
POSTSYNTHCELLCOUNT=153
DIE_H_UM=84
ROW_COUNT=23
NUMCTSBUFFERS=3
CTS_BUFFER_DEPTH=2
YS_WARN_COUNT=3
YS_DOMINANT_REG_CELL='sky130_fd_sc_hd__dfxtp_1'
CRITICAL-PATH-MAX-STAGE-DELAY_PS=520
AREA_OF_THE_MAPPED_NETLIST_UM2=1100
ASYNC_RESET_FF_SHARE_PCT=0
TRACK_USAGE_PCT=9.39
SYNTH.LARGEST_AREA_CELL='sky130_fd_sc_hd__dfxtp_1'
ROOT_BUFFER='sky130_fd_sc_hd__clkbuf_8'
EDF_COUNT=0
LARGEST_REGISTER_FF_COUNT=8
ROUTE.ANTENNA.DIODE_COUNT=0
SYNTH_SEQ_SHARE_PCT=14.5
CRIT_SLOWEST_CELL='sky130_fd_sc_hd__clkdlybuf4s50_1'
POSTCTSSETUPBUFFERS=0
DRC=0
CP.REQUIRED_PS=2750
DPL.HPWL_UM=2800
FINISH.UTILIZATION_PCT=36.8
HOLD_CLASS='input port to flip-flop'
DRT_FIRST_ITER_VIOLATIONS=238
DRT_PASS1_ITERATIONS=5
WORST-ENDPOINT-ARRIVAL_PS=2460
PORT_BUFFERS=14
POSTSYNTHREGISTERBITS=8
TIMING.CRITICAL_PATH.TO_TYPE='flip-flop'
GRT_PASS1_VIAS=1139
DRV_SLEW=0
ACHIEVABLE-FREQUENCY_MHz=433
SYNTHTOPCELLSBYAREA='sky130_fd_sc_hd__dfxtp_1 (14%), sky130_fd_sc_hd__ha_1 (7.9%), sky130_fd_sc_hd__o21ai_0 (4.5%)'
FLOW.AREA_GROWTH_FROM_SYNTHESIS_PCT=32.3
LARGEST_REGISTER='d'
FINAL.SETUP.TNS_PS=0
CP_CELL_SEQUENCE='clkdlybuf4s50_1 -> inv_1 -> ha_1 -> buf_4 -> nor4_1 -> buf_4 -> o21ai_0 -> o311a_1 -> a31oi_1'
GRT_SETUP_UNREPAIRED='false'
PATH_MAX_FANOUT=4
SETUP_VIOL=0
DR_TOTAL_VIAS=1304
WORST_SETUP_HOLD_PATH_CLK_SLEW_PS=40
TIMING.SETUP.CRITICAL_PATH_CLASS='input port to flip-flop'
FINAL.MIN_CLOCK_PERIOD_PS=2310
DETAIL_ROUTE.WIRELENGTH_UM=3560
LAYOUT_TOP_REGISTERS='d x8'
MAX_SLEW.WORST_PIN.SLEW_PS=438
WORST_SETUP_PATH_START_KIND='input port'
CORE-AREA_UM2=3970
CTSHOLDBUFFERS=0
ANTENNA_VIOLATING_NETS_POST_ROUTE=0
P_PER_AREA_nW_PER_UM2=360
TIMING.CRITICAL_PATH.BUF_INV=4
SYNTH_TOP_AREA_SHARE_PCT=14.5
SYNTH_AREA_PER_CELL_UM2=7.22
SYNTH.LIB_CELLS_USED.DISTINCT=54
YOSYS_SYNTHESIS_CHIP_AREA_UM2=1100
DIE_AREA_UM2=7060
STATUS='complete, no violations'
ROUTED_VIA_DENSITY=5.67
CLOCK_TREE.HTREE_LEVEL_COUNT=1
DRV.MAX_CAP_VIOLATION_COUNT=0
IOS=15
CTSRESIZECOUNT=0
PERIOD_USED_PCT=88.7
LARGEST_NET_DEGREE_AT_THE_START_OF_GLOBAL_ROUTING=17
CRITPATHMOSTFREQUENTCELL='sky130_fd_sc_hd__buf_4'
CLOCK_TREE_FROM_TRITONCTS='done'
SYNTH-CELLS-YOSYS=153
FINAL-HOLD-VIOLATION-COUNT=0
GP_CONGESTION=1.00
LARGEST_VDD_SUPPLY_DROP_uV=106
GRT_OVERFLOW_TOTAL=0
OPENROAD.WARNINGS=31
CLOCK_SINKS=8
DIE-WIDTH_UM=84
GRT_ANTENNA_BEFORE_REPAIR=0
ROUTE.DETAILED.WL_PER_INST_UM=15.5
MAXSLEWHEADROOM_PCT=70.7
GRT_FIRST_PASS_WIRELENGTH_UM=5760
LAYOUT-DRIVE-GT1-SHARE_PCT=20.6
P_LEAK_uW=0.000577
TIMING.CRITICAL_PATH.MAX_DELAY_FAMILY='buffers and inverters'
INITIAL_UTILIZATION_PCT=27.8
-- worst paths after layout --
check,start,to,slack [ps],cells past startpoint
setup / recovery,a[4],d[1]$_DFF_P_,290,9
hold / removal,a[0],d[1]$_DFF_P_,1260,4
-- kinds of logic after synthesis --
group,count (synthesis),synth area share (%)
AOI/OAI and AO/OA,60,38.8
xor gates and xnor gates,3,2.38
adders and majority gates,7,7.93
buffers and inverters,20,8.49
DFF,8,14.5
muxes,2,1.93
and+or+nand+nor,53,25.9
-- cell usage after synthesis (3+ instances only) --
library cell,number
sky130_fd_sc_hd__nand2_1,13
sky130_fd_sc_hd__nor2_1,12
sky130_fd_sc_hd__o21ai_0,10
sky130_fd_sc_hd__a21oi_1,9
sky130_fd_sc_hd__clkbuf_1,9
sky130_fd_sc_hd__dfxtp_1,8
sky130_fd_sc_hd__ha_1,7
sky130_fd_sc_hd__nor3_1,7
sky130_fd_sc_hd__a211oi_1,6
sky130_fd_sc_hd__o211ai_1,5
sky130_fd_sc_hd__a31oi_1,4
sky130_fd_sc_hd__inv_1,4
sky130_fd_sc_hd__o22ai_1,4
sky130_fd_sc_hd__buf_2,3
sky130_fd_sc_hd__or3_1,3
-- per-layer routing --
metal  track usage [%]  up-vias  part of all wire, %
li1                  -      639                    -
met5                 0        -                    0
met4              3.04        0                  2.6
met1              12.7      590                   44
met2              14.6       67                   46
met3              1.57        8                  7.5
-- report_power, final --
part | switching, uW | internal [uW] | leakage [uW]
sequential | 3.47 | 139 | 0.0000671
combinational | 120 | 116 | 0.000488
clock | 48.1 | 100 | 0.0000216
total | 172 | 355 | 0.000577
-- worst min-delay path, stage by stage --
cell                              delay, ps
sky130_fd_sc_hd__clkdlybuf4s50_1        670
sky130_fd_sc_hd__nor2_1                 100
sky130_fd_sc_hd__nand2_1                 60
sky130_fd_sc_hd__a31oi_1                 70
-- stage by stage --
step	cell area [um^2]	hold slack [ps]	total power (uW)	std cells	worst slack, ps
floorplan	1100	778	277	153	320
finish	1460	1260	527	230	293
global placement	1420	1190	383	227	64.4
CTS	1460	1220	531	230	296
detailed placement	1420	1190	378	227	64.1
global route	1460	1300	563	230	140
-- cell usage in the layout, fill, tap and decap left out, types with 3 or more instances in the layout --
| cell type | count |
|---|---|
| sky130_fd_sc_hd__buf_4 | 25 |
| sky130_fd_sc_hd__clkdlybuf4s50_1 | 14 |
| sky130_fd_sc_hd__nand2_1 | 13 |
| sky130_fd_sc_hd__nor2_1 | 12 |
| sky130_fd_sc_hd__o21ai_0 | 10 |
| sky130_fd_sc_hd__a21oi_1 | 9 |
| sky130_fd_sc_hd__dfxtp_1 | 8 |
| sky130_fd_sc_hd__nor3_1 | 7 |
| sky130_fd_sc_hd__ha_1 | 7 |
| sky130_fd_sc_hd__a211oi_1 | 6 |
| sky130_fd_sc_hd__o211ai_1 | 5 |
| sky130_fd_sc_hd__o22ai_1 | 4 |
| sky130_fd_sc_hd__inv_1 | 4 |
| sky130_fd_sc_hd__a31oi_1 | 4 |
| sky130_fd_sc_hd__or3_1 | 3 |
| sky130_fd_sc_hd__clkbuf_8 | 3 |
-- cell type report --
cell class              count  area, um^2
clock buffers               3        41.3
fillers                   417        2510
inverters                   5        18.8
multi-input cells         125         851
flip-flops and latches      8         160
well taps                  50        62.6
repair buffers             39         328
No activity file was given, so power comes from the tool's default toggle rates.
