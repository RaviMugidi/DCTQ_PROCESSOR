`/design/flow/design.v`:
```
module romc(
clk, 
addr1, 
addr2, 
dout1, 
dout2 
); 
input clk ;  
 input [2:0] addr1 ; 
 input [2:0] addr2 ; 
 output [63:0] dout1; 
 output [63:0] dout2; 
 reg [63:0] dout1_next ;
 reg [63:0] dout2_next ; 
 reg [63:0] dout1_reg1 ;  
 reg [63:0] dout2_reg1 ; 
 reg [63:0] dout1;  
 reg [63:0] dout2;  
 wire [63:0] loc0 ;  
 wire [63:0] loc1 ; 
 wire [63:0] loc2 ; 
 wire [63:0] loc3 ; 
 wire [63:0] loc4 ; 
 wire [63:0] loc5 ; 
 wire [63:0] loc6 ; 
 wire [63:0] loc7 ; 
 assign loc0 = 64'h5B5B5B5B5B5B5B5B ;  
 assign loc1 = 64'h7E6A4719E7B99682 ;  
 assign loc2 = 64'h7631CF8A8ACF3176 ;  
 assign loc3 = 64'h6AE782B9477E1996 ;  
 assign loc4 = 64'h5BA5A55B5BA5A55B ; 
 assign loc5 = 64'h4782196A96E77EB9 ; 
 assign loc6 = 64'h318A76CFCF768A31 ; 
 assign loc7 = 64'h19B96A827E9647E7 ; 
 always @ (loc0 or loc1 or loc2 or loc3 or loc4 or loc5 or loc6 or loc7 or 
 addr1 or addr2) 
begin 
 case (addr1)  
 3'b000 : dout1_next = loc0 ; 
 3'b001 : dout1_next = loc1 ; 
 3'b010 : dout1_next = loc2 ; 
 3'b011 : dout1_next = loc3 ; 
 3'b100 : dout1_next = loc4 ; 
 3'b101 : dout1_next = loc5 ; 
 3'b110 : dout1_next = loc6 ; 
 3'b111 : dout1_next = loc7 ; 
 default : dout1_next = loc0 ; 
 endcase 
 case(addr2)  
 3'b000 : dout2_next = loc0 ; 
 3'b001 : dout2_next = loc1 ; 
 3'b010 : dout2_next = loc2 ; 
 3'b011 : dout2_next = loc3 ;
  3'b100 : dout2_next = loc4 ; 
 3'b101 : dout2_next = loc5 ; 
 3'b110 : dout2_next = loc6 ; 
 3'b111 : dout2_next = loc7 ; 
 default : dout2_next = loc0 ; 
endcase 
end 
always @ (posedge clk)  
begin 
 dout1_reg1 <= dout1_next ;  
 dout2_reg1 <= dout2_next ; 
end 
always @ (posedge clk)  
begin 
 dout1 <= dout1_reg1 ;  
 dout2 <= dout2_reg1 ;  
end 
endmodule
```
`/design/flow/config.mk`:
```
export PLATFORM = sky130hd
export DESIGN_NAME = romc
export DESIGN_NICKNAME = romc
export VERILOG_FILES = /design/flow/design.v
export SDC_FILE = /design/flow/constraint.sdc
export NUM_CORES = 4
export LEC_CHECK = 1
export CORE_UTILIZATION = 30
```
`/design/flow/run.sh`:
```
#!/bin/bash
# OpenROAD 26Q1-2900-gdf79404cd8, Yosys 0.63+post, stock flow scripts
make -C /OpenROAD-flow-scripts/flow DESIGN_CONFIG=/design/flow/config.mk WORK_HOME=/design/flow/orfs finish
```
`/design/flow/constraint.sdc`:
```
current_design romc

set clk_period 1.5
set clk_io_pct 0.2

create_clock -name clk0 -period $clk_period [get_ports {clk}]

set non_clock_inputs [all_inputs -no_clocks]
set_input_delay [expr $clk_period * $clk_io_pct] -clock clk0 $non_clock_inputs
set_output_delay [expr $clk_period * $clk_io_pct] -clock clk0 [all_outputs]
```
==> flow_summary_export.csv <==
group,metric,value,unit
clocking,cts_resized,157,
pwr,powerDensity,1660,nW/um2
critical_path,crit_chain,"dlygate4sd2_1",
logic_synthesis,synthTopLogicFamily,"simple AND/OR/NAND/NOR gates",
critical_path,start_kind,"register",
die,die_y,140,um
drt,drt-wirelength-per-cell,12.8,um
global_routing,grt_pass1_vias,3353,
pwr,ir_drop,866,uV
clocking,htree_levels,1,
clocking,cts_root_buffer,"clkbuf_16",
clocking,ctsLongestPathBuffers,3,
final_layout,syn2layout_area_growth,42.3,%
clocking,hold_buffers,0,
logic_synthesis,syn_inst,423,
place,dp_hpwl,7310,um
global_routing,track_usage,11.2,%
global_routing,grt-busiest-layer,"met2",
clocking,clkLatencyLatePin,490,ps
logic_synthesis,simple_gate_area_share,7.96,%
logic_synthesis,synth_top_area_share,79.8,%
drt,drc,0,
critical_path,critPathCaptureType,"output pin",
logic_synthesis,synth_warnings,1,
global_routing,antenna_found_initial,0,
die,rows,50,
place,gp_congestion,0.797,
global_routing,grt-ovfl-total,0,
logic_synthesis,ys_ff,228,
clocking,cts_buffers,22,
timing,rsz0062_at_grt,"no",
clocking,path_clk_slew,60,ps
die,chipWidth,140,um
drt,postRouteWirelength,10800,um
logic_synthesis,synth-area-yosys,5720,um2
critical_path,slowest_delay,290,ps
critical_path,arrival,1050,ps
drt,avgViaCountPerCell,3.88,
logic_synthesis,synthXorXnorAreaFrac,0.460,%
logic_synthesis,ys_cells,423,
final_layout,drive_gt1_share,18.4,%
die,coreArea,18700,um2
logic_synthesis,area_leaders,"dfxtp_1 80%, ha_1 3.5%, nand2_1 2.8%",
critical_path,critPathTopFamily,"flip-flops",
min_path,min_path_type,"reg -> reg",
critical_path,slowest_stage,"dfxtp_1",
timing,setup_viol_count_final,0,
drt,postRouteAntennaNets,0,
global_routing,gr-usage-met2,18.3,%
logic_synthesis,ys_seq_share,79.8,%
global_routing,use_met3,4.63,%
final_layout,fin_area,8140,um2
timing,hold_viol,0,
place,io_buffers,130,
logic_synthesis,syn_avg_cell_area,13.5,um2
pwr,power.leakage,3.67,nW
place,placed_area,7420,um2
global_routing,grt_pass1_wl,16800,um
global_routing,grt_use_met1,14.1,%
clocking,cts_tree,"built",
die,floorplan.core_util,30.6,%
logic_synthesis,aoi_share,3.94,%
timing,fin_crit_sh,89.7,%
timing,setup_slack,155,ps
flow_run,max-cap-violations,0,
drt,drt_pre_antenna_iters,4,
logic_synthesis,ys_sh_adder,3.50,%
run_status,status,"finished, final reports clean",
clocking,clock-sinks,228,
drt,vias,3244,
critical_path,critical_path_class,"reg -> out",
critical_path,cp.required,1200,ps
timing,finalMaxSlewViolations,0,
logic_synthesis,mux_share,0,%
timing,max_freq,743,MHz
final_layout,final_util,43.5,%
timing,fin_skew,5.77,ps
drt,antenna_cells,0,
die,dieArea,19600,um2
clocking,post_cts_buffers,0,
place,dp_slack,-262,ps
flow_run,warning_count,39,
critical_path,cp_num_buf_inv,1,
timing,final.min_clock_period,1350,ps
drt,drt_iter0_markers,79,
timing,hold_slack,319,ps
global_routing,grt_max_degree,32,
pwr,total_power,13.5,mW
logic_synthesis,synth_cell_types,25,
logic_synthesis,mappedNetlistArea,5720,um2
logic_synthesis,synth_top_cell_by_area,"dfxtp_1",
critical_path,crit_fanout,1,
die,io_pins,135,
## report_power, final
part           switching [mW]  leakage, nW  internal, mW  total, mW
logic                   0.262         1.35         0.414      0.676
registers               0.119         1.91          6.55       6.67
clock network            2.18        0.404          3.95       6.13
total                    2.56         3.67          10.9       13.5
## worst paths after layout
kind	startpoint	slack [ps]	cells past startpoint	end
worst max-delay path	dout2[12]	150	1	dout2[12]
worst min-delay path	dout2_reg1[56]	320	0	dout2[56]
worst max register to register	dout1_reg1[56]	1060	0	dout1[56]
worst min register to register	dout2_reg1[56]	320	0	dout2[56]
## area by class of cell
type | instances | area (um2)
Tap cell | 234 | 293
Clock inverter | 11 | 215
Fill cell | 1710 | 10600
Multi-Input combinational cell | 159 | 922
Timing Repair Buffer | 164 | 1440
Sequential cell | 228 | 4610
Clock buffer | 29 | 618
Inverter | 12 | 45.0
## layout by cell type (no fill, tap or decap), drive strengths merged
cell type / n
xnor2: 3
and2b: 2
o21ai: 10
a21boi: 5
ha: 16
or2: 3
nand2: 44
buf: 34
clkbuf: 29
clkinv: 3
a21oi: 26
nand2b: 17
nor2b: 10
dfxtp: 228
clkdlybuf4s50: 6
inv: 13
nor2: 13
o21a: 1
clkinvlp: 1
dlygate4sd2: 124
bufinv: 6
conb: 4
and2: 5
## layer usage
metal,vias up,share of wire (%)
met3,22,10
met4,0,2.0
met2,122,46
met1,1465,42
li1,1635,-
met5,-,0
## cells by family after synthesis
| logic type | count (synthesis) |
|---|---|
| other cells | 2 |
| xor+xnor | 3 |
| compound gates | 42 |
| simple gates | 94 |
| flops | 228 |
| buf+inv | 38 |
| fa+ha+maj | 16 |
## state kept, by name (all words and copies together) (netlist names)
register / count
dout1_reg1: 57
dout2_reg1: 57
dout1: 57
dout2: 57
## synth_stat cells (all sizes together)
library cell  count
and2b             2
and2              5
nand2            44
xnor2             3
ha               16
buf              26
inv              12
o21ai            10
or2               3
o21a              1
a21boi            5
a21oi            26
nor2b            10
dfxtp           228
nor2             13
nand2b           17
conb              2
## metrics by stage
| step | cells | setup TNS (ps) |
|---|---|---|
| floorplan | 425 | 0 |
| global placement | 797 | -8020 |
| detailed placement | 797 | -8550 |
| CTS | 837 | 0 |
| global route | 837 | 0 |
| finish | 837 | 0 |
Power figures rest on the tool's default switching activity, not on a simulated workload.
