==> /design/flow/design.v <==
`timescale 1ns / 1ps
module Adder14rs ( clk, 
n0, 
n1, 
n2, 
n3, 
n4, 
n5, 
n6, 
n7, 
sum 
 ) ; 
input clk ; 
input [13:0] n0 ; 
input [13:0] n1 ; 
input [13:0] n2 ; 
input [13:0] n3 ; 
input [13:0] n4 ; 
input [13:0] n5 ; 
input [13:0] n6 ; 
input [13:0] n7 ; 
output [16:0] sum ; 
wire [7:0] s00_lsb ; 
wire [7:0] s01_lsb ; 
wire [7:0] s02_lsb ; 
wire [7:0] s03_lsb ; 
wire [7:0] s00_msb ; 
wire [7:0] s01_msb ; 
wire [7:0] s02_msb ; 
wire [7:0] s03_msb ; 
wire [7:0] s10_lsb ; 
wire [7:0] s11_lsb ; 
wire [8:0] s10_msb ; 
wire [8:0] s11_msb ; 
wire [7:0] s20_lsb ; 
reg [13:7] n0_reg1 ; 
reg [13:7] n1_reg1 ; 
reg [13:7] n2_reg1 ; 
reg [13:7] n3_reg1 ; 
reg [13:7] n4_reg1 ; 
reg [13:7] n5_reg1 ; 
reg [13:7] n6_reg1 ; 
reg [13:7] n7_reg1 ; 
reg [7:0] s00_lsbreg1 ; 
reg [7:0] s01_lsbreg1 ; 
reg [7:0] s02_lsbreg1 ; 
reg [7:0] s03_lsbreg1 ; 
reg [7:0] s00_msbreg2 ; 
reg [7:0] s01_msbreg2 ; 
reg [7:0] s02_msbreg2 ; 
reg [7:0] s03_msbreg2 ; 
reg [6:0] s00_lsbreg2 ; 
reg [6:0] s01_lsbreg2 ; 
reg [6:0] s02_lsbreg2 ; 
reg [6:0] s03_lsbreg2 ; 
reg [7:0] s10_lsbreg3 ; 
reg [7:0] s11_lsbreg3 ; 
reg [7:0] s00_msbreg3 ; 
reg [7:0] s01_msbreg3 ; 
reg [7:0] s02_msbreg3 ; 
reg [7:0] s03_msbreg3 ; 
reg [8:0] s10_lsbreg4 ; 
reg [8:0] s11_lsbreg4 ; 
reg [8:0] s10_msbreg4 ; 
reg [8:0] s11_msbreg4 ; 
reg [8:0] s10_msbreg5 ; 
reg [8:0] s11_msbreg5 ; 
reg s20_lsbreg5cy ; 
reg [6:0] s20_lsbreg5 ; 
assign s00_lsb[7:0] = n0[6:0]+n1[6:0] ; 
assign s01_lsb[7:0] = n2[6:0]+n3[6:0] ; 
assign s02_lsb[7:0] = n4[6:0]+n5[6:0] ; 
assign s03_lsb[7:0] = n6[6:0]+n7[6:0] ; 
always @ (posedge clk) 
begin 
 n0_reg1[13:7] <= n0[13:7] ; 
 n1_reg1[13:7] <= n1[13:7] ; 
 n2_reg1[13:7] <= n2[13:7] ; 
 n3_reg1[13:7] <= n3[13:7] ; 
 n4_reg1[13:7] <= n4[13:7] ; 
 n5_reg1[13:7] <= n5[13:7] ; 
 n6_reg1[13:7] <= n6[13:7] ; 
 n7_reg1[13:7] <= n7[13:7] ; 
 s00_lsbreg1[7:0] <= s00_lsb[7:0] ; 
 s01_lsbreg1[7:0] <= s01_lsb[7:0] ; 
 s02_lsbreg1[7:0] <= s02_lsb[7:0] ; 
 s03_lsbreg1[7:0] <= s03_lsb[7:0] ; 
end 
assign s00_msb[7:0] = {n0_reg1[13], n0_reg1[13:7]}+ 
 {n1_reg1[13], n1_reg1[13:7]}+s00_lsbreg1[7]; 
assign s01_msb[7:0] = {n2_reg1[13], n2_reg1[13:7]}+{n3_reg1[13], n3_reg1[13:7]}+s01_lsbreg1[7]; 
assign s02_msb[7:0] = {n4_reg1[13], n4_reg1[13:7]}+ {n5_reg1[13], n5_reg1[13:7]}+s02_lsbreg1[7]; 
assign s03_msb[7:0] = {n6_reg1[13], n6_reg1[13:7]}+ {n7_reg1[13], n7_reg1[13:7]}+s03_lsbreg1[7]; 
always @ (posedge clk) 
begin 
 s00_msbreg2[7:0] <= s00_msb[7:0] ;  
 s01_msbreg2[7:0] <= s01_msb[7:0] ; 
 s02_msbreg2[7:0] <= s02_msb[7:0] ; 
 s03_msbreg2[7:0] <= s03_msb[7:0] ; 
 s00_lsbreg2[6:0] <= s00_lsbreg1[6:0] ;  
 s01_lsbreg2[6:0] <= s01_lsbreg1[6:0] ; 
 s02_lsbreg2[6:0] <= s02_lsbreg1[6:0] ; 
 s03_lsbreg2[6:0] <= s03_lsbreg1[6:0] ; 
end 
assign s10_lsb[7:0] = s00_lsbreg2[6:0]+s01_lsbreg2[6:0] ; 
assign s11_lsb[7:0] = s02_lsbreg2[6:0] +s03_lsbreg2[6:0] ; 
always @ (posedge clk) 
begin 
 s10_lsbreg3[7:0] <= s10_lsb[7:0] ;  
 s11_lsbreg3[7:0] <= s11_lsb[7:0] ; 
 s00_msbreg3[7:0] <= s00_msbreg2[7:0] ;
 s01_msbreg3[7:0] <= s01_msbreg2[7:0] ; 
 s02_msbreg3[7:0] <= s02_msbreg2[7:0] ; 
 s03_msbreg3[7:0] <= s03_msbreg2[7:0] ; 
end 
assign s10_msb[8:0] = {s00_msbreg3[7], s00_msbreg3[7:0]}+{s01_msbreg3[7], s01_msbreg3[7:0]}+s10_lsbreg3[7] ; 
assign s11_msb[8:0] = {s02_msbreg3[7], s02_msbreg3[7:0]}+ {s03_msbreg3[7], s03_msbreg3[7:0]}+ s11_lsbreg3[7] ; 
always @ (posedge clk) 
begin 
 s10_lsbreg4[6:0] <= s10_lsbreg3[6:0] ;  
 s11_lsbreg4[6:0] <= s11_lsbreg3[6:0] ; 
 s10_msbreg4[8:0] <= s10_msb[8:0] ;  
 s11_msbreg4[8:0] <= s11_msb[8:0] ; 
end 
assign s20_lsb[7:0] = s10_lsbreg4[6:0]+ s11_lsbreg4[6:0] ; 
always @ (posedge clk) 
begin 
 s10_msbreg5[8:0] <= s10_msbreg4[8:0];  
 s11_msbreg5[8:0] <= s11_msbreg4[8:0] ; 
 s20_lsbreg5cy <= s20_lsb[7];  
 s20_lsbreg5[6:0] <= s20_lsb[6:0]; 
end 
assign sum[16:0] = {({s10_msbreg5[8], s10_msbreg5[8:0]}+{s11_msbreg5[8], s11_msbreg5[8:0]}+ s20_lsbreg5cy), s20_lsbreg5[6:0]}; 
endmodule 
==> /design/flow/run.sh <==
#!/bin/bash
# OpenROAD 26Q1-2900-gdf79404cd8, Yosys 0.63+post, stock flow scripts
make -C /OpenROAD-flow-scripts/flow DESIGN_CONFIG=/design/flow/config.mk WORK_HOME=/design/flow/orfs finish
==> /design/flow/config.mk <==
export PLATFORM = sky130hd
export DESIGN_NAME = Adder14rs
export DESIGN_NICKNAME = Adder14rs
export VERILOG_FILES = /design/flow/design.v
export SDC_FILE = /design/flow/constraint.sdc
export NUM_CORES = 4
export LEC_CHECK = 1
export CORE_UTILIZATION = 50
==> /design/flow/constraint.sdc <==
current_design Adder14rs

set clk_period 5.3
set clk_io_pct 0.2

create_clock -name clk0 -period $clk_period [get_ports {clk}]

set non_clock_inputs [all_inputs -no_clocks]
set_input_delay [expr $clk_period * $clk_io_pct] -clock clk0 $non_clock_inputs
set_output_delay [expr $clk_period * $clk_io_pct] -clock clk0 [all_outputs]
==> flow_summary_export.csv <==
group,metric,value,unit
sta,period_used_share,75.49,%
setup_path,endpoint,"sum[15]",
hold_path,hp-class,"flop to flop",
clock_network,insertion_delay,510,ps
yosys,top_cell,"dfxtp_1",
floorplan,die_h,137.7,um
yosys,synth_top_area_share,55.25,%
yosys,synth_flops,254,
yosys,synth_cell_types,42,
setup_path,crit_required,4240,ps
job,drv_cap,0,
sta,slew_viol_final,0,
clock_network,cts-resized-gates,0,
drt,drt-total-wl,13940,um
global_route,grt_pass1_wl,23160,um
yosys,top_cells_by_count,"254 x dfxtp_1, 95 x ha_1, 52 x inv_1",
yosys,async_flop_share,0,%
yosys,ys_area,0.009204,mm2
finish,stdcell_count,1184,
global_route,grt-ovfl-total,0,
drt,ant_nets,0,
setup_path,cp-end-kind,"output pin",
yosys,synth_area,0.009204,mm2
finish,n_fill_cell,1307,
global_route,grt_max_degree,14,
floorplan,fp_util,51.06,%
clock_network,cts_tree,"yes",
floorplan,num_rows,49,
setup_path,crit_start,"s10_msbreg5[0]",
finish,final_util,64.90,%
status,outcome,"complete, no violations",
sta,min_period,4001,ps
setup_path,rrSetupSlack,3180,ps
drt,vias,5703,
place,dp_hpwl,10510,um
clock_network,post_cts_buffers,0,
place,gp_congestion,0.8780,
clock_network,cts_hold_buffers,0,
hold_path,holdCritStartpoint,"s02_msbreg2[2]",
clock_network,cts_max_level,1,
yosys,synth_warnings,1,
sta,rsz0062_at_grt,"false",
power_and_ir_drop,vdd_drop_max,475.6,uV
floorplan,die_w,137.7,um
drt,first_pass_iters,4,
yosys,postSynthSeqShare,55.25,%
drt,drc,0,
finish,final_layout_size_suffix_gt1_share,5.975,%
yosys,synth_cells,778,
yosys,edf_count,0,
sta,hold_viol_final,0,
floorplan,core_area,0.01802,mm2
clock_network,cts.reportedPaths.clkPinSlew,60,ps
yosys,syn_area_per_cell,11.83,um2
place,place_inst,1136,
setup_path,r2r-start,"s11_lsbreg3[7]",
setup_path,worstPathArrival,2940,ps
power_and_ir_drop,p_leak,5.087,nW
setup_path,r2r_end,"s11_msbreg4[6]",
sta,tightestPinTransition,360.4,ps
power_and_ir_drop,p_per_area,539.7,mW/mm2
finish,regArea,0.005085,mm2
global_route,antenna_found_initial,1,
setup_path,critPathKind,"flop to output pin",
sta,final.setup.tns,0,ps
drt,drt_iter0_markers,210,
finish,area.growth.synth_to_final,27.11,%
setup_path,r2r_cells,6,
drt,vias_per_cell,4.817,
floorplan,io_pins,130,
sta,finalSetupViolCount,0,
yosys,top_area_cell,"dfxtp_1",
sta,max_freq,249.9,MHz
yosys,ff_type,"dfxtp_1",
sta,fin_skew,6.011,ps
sta,slew_headroom,75.98,%
setup_path,critPathLaunchType,"flop",
global_route,grt_use_total,15.90,%
global_route,grt_pass1_vias,5334,
finish,logic_area,0.003924,mm2
clock_network,cts_root_buf,"clkbuf_16",
clock_network,numCtsBuffers,26,
place,port_buffers,129,
floorplan,fp.dieArea,0.01895,mm2
clock_network,cts.sinks,254,
yosys,topCellsByArea,"dfxtp_1 55%, ha_1 13%, fa_1 4.6%, xnor2_1 3.1%, xor2_1 2.3%",
job,warnings,26,
drt,wl_per_cell,11.77,um
setup_path,worstPathMaxFanout,2,
clock_network,cts_max_path_buffers,3,
yosys,ys_cells,778,
==> area by class of cell <==
cell class                 instances  area share (%)
clock buffer                      40           6.877
antenna                            1         0.02139
inverter                          52           1.668
timing repair buffer             129           11.04
tap                              229           2.449
clock inverter                     7          0.9412
sequential                       254           43.47
multi-input combinational        472           33.54
==> sequential cells by signal, indices dropped and copies added (netlist names), 9 cells and up <==
name and cells:
s10_msbreg4 9, s10_msbreg5 9, s11_msbreg4 9, s11_msbreg5 9
==> power breakdown <==
group / internal, mW / leakage [nW] / switching [mW] / total (mW)
combinational: 1.06 / 2.49 / 0.799 / 1.86
sequential: 2.42 / 2.14 / 0.178 / 2.60
clock: 1.18 / 0.454 / 0.674 / 1.86
total: 4.66 / 5.09 / 1.65 / 6.31
==> critical path, cell delays in order (launching register included) <==
cell	delay, ps
dfxtp_1	310
fa_1	450
fa_1	420
a21oi_1	200
o211ai_1	160
o41ai_2	270
xnor2_1	160
clkdlybuf4s50_1	470
==> placed cells by master, fill, tap and decap left out, drive strengths merged, types with 25 or more instances in the layout <==
cell type and n:
dfxtp 254, clkdlybuf4s50 129, ha 95, inv 52, clkbuf 40, nor3 37
nor2 34, xnor2 33, a21oi 29, nand2 28, o21ai 25
==> metrics by stage <==
stage / power [mW] / worst slack [ps] / hold WS (ps) / instance area (um2)
floorplan: 3.777 / 2443 / 309.6 / 9204
global placement: 4.467 / 1849 / 309.7 / 10780
detailed placement: 4.498 / 1817 / 312.1 / 10780
CTS: 6.397 / 1264 / 321.9 / 11700
global route: 6.773 / 1175 / 325.9 / 11700
finish: 6.314 / 1299 / 320.5 / 11700
==> how the worst min path moves through the flow <==
stage                       endpoint  slack [ps]  cells past startpoint
after CTS             s03_lsbreg2[4]         320                      0
after global routing  s03_msbreg3[1]         330                      0
final                 s02_msbreg3[2]         320                      0
==> cells by family after synthesis <==
family          after synthesis  share of synthesized area, %
buf+inv                      52                         2.121
compound gates              141                         11.16
fa+ha+maj                   116                         17.48
xor+xnor                     57                         5.424
flops                       254                         55.25
simple gates                158                         8.564
==> per-layer routing <==
layer | up-vias | part of all wire, % | global-route usage [%] | wire [um]
met4 | 0 | 1.6 | 2.747 | 228
met5 | - | 0 | 0 | 0
met1 | 2534 | 50 | 24.82 | 6927
met3 | 20 | 6.0 | 3.866 | 838
li1 | 3031 | - | - | -
met2 | 118 | 43 | 23.67 | 5941
Power is estimated from default activity; no workload was simulated.
